===== ./config.mk =====
export PLATFORM = sky130hd
export DESIGN_NAME = DECODING
export DESIGN_NICKNAME = DECODING
export VERILOG_FILES = /design/flow/design.v
export SDC_FILE = /design/flow/constraint.sdc
export NUM_CORES = 4
export LEC_CHECK = 1
export CORE_UTILIZATION = 40
export SYNTH_MEMORY_MAX_BITS = 65536

===== ./constraint.sdc =====
current_design DECODING

set clk_period 8.7
set clk_io_pct 0.2

create_clock -name clk0 -period $clk_period [get_ports {CLK}]

set non_clock_inputs [all_inputs -no_clocks]
set_input_delay [expr $clk_period * $clk_io_pct] -clock clk0 $non_clock_inputs
set_output_delay [expr $clk_period * $clk_io_pct] -clock clk0 [all_outputs]

===== ./design.v =====
module DECODING #(
	parameter DW0 = 32,
	parameter DW1 = 32,
	parameter DEPTH = 1024,
	parameter AW = 10
)(
	input				CLK,
	input				RST,
	input				CS,
	input				wr_en,
	input		[AW-1:0]	wr_adr,
	input		[DW0-1:0]	wr_din,
	input		[DW1-1:0]	wr_cin,
	output	reg	[DW0-1:0]	rd_out
);
reg	[DW0-1:0]	mem_d[0:DEPTH-1];
reg	[DW1-1:0]	mem_cnt[0:DEPTH-1];
always @(posedge CLK)
begin
	if(CS & wr_en) mem_d[wr_adr] <= wr_din;
	else if(CS & ~wr_en) rd_out <= mem_d[wr_adr];
end
always @(posedge CLK)
begin
	if(CS & wr_en) mem_cnt[wr_adr] <= wr_cin;
	else if(CS & ~wr_en) next_CNT <= mem_cnt[wr_adr];
end
always @*
begin
	casex(CNT)
		4'd0:	 {next_CNT, rd_out, next_wr} <= {mem_cnt[wr_adr + 1'b1] - 1'b1, mem_d[wr_adr + 1'b1] , wr_adr + 1'b1};
		default: {next_CNT, rd_out, next_wr} <= {CNT - 1'b1, mem_d[wr_adr], wr_adr};
	endcase
end
reg	[AW-1:0]	next_wr;
REG #(3) REG_wr (
	.CLK(CLK),
	.RST(RST),
	.EN(1'b1),
	.D(next_wr),
	.Q(wr_adr)
);
reg	[3:0]	next_CNT;
wire	[3:0]	CNT;
REG #(4) REG_CNT0 (
	.CLK(CLK),
	.RST(RST),
	.EN(1'b1),
	.D(next_CNT),
	.Q(CNT)
);
endmodule
module REG #(parameter W=1) (
	input			CLK,
	input			RST,
	input			EN,
	input		[W-1:0]	D,
	output	reg	[W-1:0]	Q
);
always @(posedge CLK)
begin
	if(RST)	Q <= 0;
	else if(EN) Q <= D;
end
endmodule

===== ./run.sh =====
#!/bin/bash
# OpenROAD 26Q1-2900-gdf79404cd8, Yosys 0.63+post, stock flow scripts
make -C /OpenROAD-flow-scripts/flow DESIGN_CONFIG=/design/flow/config.mk WORK_HOME=/design/flow/orfs finish

==> impl_metrics.env <==
# implementation run metrics
export IMPL_yosys_area_um2=14700
export IMPL_yosysWarnings=5
export IMPL_async_flop_share_pct=0
export IMPL_ys_types=30
export IMPL_flop_cell="edfxtp_1"
export IMPL_status="did not finish"
export IMPL_ys_cells=734
export IMPL_top_cells_by_area="edfxtp_1, mux4_2, mux2i_1, mux2_2, dfxtp_1"
export IMPL_synth_area_leader_cell="edfxtp_1"
export IMPL_haltStage="1_2_yosys"
export IMPL_edf_count=322
export IMPL_netlist_area_leader_share_pct=65.7
export IMPL_ys_seq_share_pct=67.0
export IMPL_error_line="ERROR: Found 44 problems in 'check -assert'."
export IMPL_synth_seq_cells=332
-- logic make-up after synthesis --
family | share of synthesized area (%)
adder cells (fa/ha/maj) | 0.595
multiplexers | 26.1
other | 0.0255
AND/OR/NAND/NOR | 2.36
flip-flops | 67.0
buffers and inverters | 2.16
AND-OR/OR-AND | 1.56
XOR/XNOR | 0.119
-- synthesized netlist by cell type (3+ instances only) --
cell,n
buf_1,7
buf_6,3
edfxtp_1,322
nor2_1,48
mux2_2,34
inv_1,3
mux2i_1,43
buf_4,13
buf_2,14
mux4_2,134
nor2b_1,6
clkbuf_1,21
nand3_1,3
nand2_1,15
ha_1,7
a21oi_1,33
dfxtp_1,10
